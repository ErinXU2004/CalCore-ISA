File: /design/flow/config.mk
export PLATFORM = sky130hd
export DESIGN_NAME = memory
export DESIGN_NICKNAME = memory
export VERILOG_FILES = /design/flow/design.v
export SDC_FILE = /design/flow/constraint.sdc
export NUM_CORES = 4
export LEC_CHECK = 1
export CORE_UTILIZATION = 40
File: /design/flow/constraint.sdc
current_design memory

set clk_period 31.0
set clk_io_pct 0.2

create_clock -name clk0 -period $clk_period [get_ports {clk}]

set non_clock_inputs [all_inputs -no_clocks]
set_input_delay [expr $clk_period * $clk_io_pct] -clock clk0 $non_clock_inputs
set_output_delay [expr $clk_period * $clk_io_pct] -clock clk0 [all_outputs]
File: /design/flow/design.v
module memory (
    input  logic        clk,
    input  logic        reset,
    input  logic        we_height,
    input  logic        we_weight,
    input  logic [4:0]  user_index,
    input  logic [31:0] data_in,
    output logic [31:0] height_out,
    output logic [31:0] weight_out
);
    (* keep = "true" *) reg [31:0] mem_height [0:31];
    (* keep = "true" *) reg [31:0] mem_weight [0:31];
    initial begin
        for (int i = 0; i < 32; i++) begin
            mem_height[i] = 32'd0;     
            mem_weight[i] = 32'd0;      
        end
    end
    always @(posedge clk or posedge reset) begin
         if (reset) begin
           for (int i = 0; i < 32; i++) begin
                mem_height[i] = 32'd0;     
                mem_weight[i] = 32'd0;      
            end
        end else begin
            if (we_height) mem_height[user_index] <= data_in;
            if (we_weight) mem_weight[user_index] <= data_in;
        end
    end
    assign height_out = mem_height[user_index];
    assign weight_out = mem_weight[user_index];
endmodule
File: /design/flow/run.sh
#!/bin/bash
# OpenROAD 26Q1-2900-gdf79404cd8, Yosys 0.63+post, stock flow scripts
make -C /OpenROAD-flow-scripts/flow DESIGN_CONFIG=/design/flow/config.mk WORK_HOME=/design/flow/orfs finish
==> commit_impl_results.txt <==
Update PnR metrics after Yosys + OpenROAD run

* Final hold violation count: 0
- According to the floorplan report, the die width is 481 µm.
* Highest attainable clock frequency: 55.5 MHz
* GR peak layer: met2
* Clock sinks: between 2000 and 2500
- According to the floorplan report, the placeable core area is 227000 µm².
- Sorting the synthesized cells by how often they occur yields 2048 x dfrtp_1, 2034 x mux2_2, 422 x clkbuf_1.
- Netlist area before placement: between 90000 and 100000 µm²
* Proportion of layout cells with a drive suffix above 1: 0.404
- Per the placement log, port buffering inserted roughly 100 buffers.
* Required time worst endpoint: around 25 ns
- The timing report lists the critical path depth as 13 cells.
- The H-tree was split into 4 levels.
* Site Rows: 175
- The root buffer cell chosen for the clock tree is clkbuf_16.
- Family with the most delay on the worst path: buffers and inverters
- Number of remaining DRC errors: 0
- The flow ran to the end, and the final reports show no timing, DRC or antenna violations.
- The initial antenna violation count came to 20.
* # fillers: 19800
- The most numerous cell type found on the critical path is buf_4.
- Setup repair after global routing left no endpoint under its margin.
- The number of cells on the worst hold path is listed as 1.
- Looking at the clock tree report, the maximum root-to-sink buffer count equals 3.
- CTS tree: built
- Setup violations remaining at the end of the flow were counted as 0.
* Classification of the worst setup path: input pin to primary output
- After synthesis, the design contains between 6000 and 7000 cells according to Yosys.
- Buffers inserted by post-CTS timing repair: 0
- Once synthesis finished, the tally of register bits stood at approximately 2000.
- CTS added clock buffers totalling around 210.
* Average wire per standard cell: between 30 and 40 µm
- On the worst setup and hold paths after CTS, the clock-pin slew comes to approximately 0.06 ns.
- Area reported by Yosys stat: ~92000 µm²
* Number of pins exceeding their max-slew limit in the final report: 0
- Vertical die dimension: around 480 µm
- Cell Area, Placed: approximately 96000 µm²
* P per Cell Area: slightly below 70 nW/µm²
- Dominant flop cell: dfrtp_1
- The worst-case IR drop observed on VDD is 67.7 µV.
- Setup skew after layout: 0 ns
- The number of global-route vias before repair came to ~64000.
* Min Hold Slack: approximately 0.48 ns
- The number of buffers and inverters on the critical path is 8.
- Kind of start point of the critical path: input pin
- Delay contributed by the slowest stage of the critical path: around 0.80 ns
* Tool Warnings: ~42
- The first detailed-routing pass took 6 iterations.
- The die covers 231000 µm².
* Total negative slack: 0 ns
- Between the synthesized netlist and the finished layout, the area growth was recorded as 12.4%.
- Async set-reset flop share out of synthesis: 1.00
- Class of the tightest hold or removal check: register to register
- Per the detail_route report, vias per standard cell equal between 6 and 7.
- At the later pin of the worst-skew pair, clock insertion delay measures ~0.86 ns.
* Core utilization at floorplan: 0.403
- In this run the static leakage power is 47.3 nW.
- Post-cts gate resize count: 0
- Per the detailed-route log, wirelength across all metal layers totals 334000 µm.
* Met3 track demand over resource: 0.140
* Final Total Pwr: around 7.0 mW
- Pin placement for this block handled approximately 110 I/O pins.
* Critical path capture point type: primary output
- Yosys top cell by area: dfrtp_1
* Global routing usage summed across all routing layers: 0.304
* Number of cell instances on the worst register-to-register path: 1
- Yosys instantiated no cell more often than dfrtp_1.
- The launch point of the worst min-delay path is recorded as mem_height[18][1]$_DFFE_PP0P_.
- Post-layout instance area: about 100000 µm²
- Critical Path, Cell by Cell: buf_4 -> buf_4 -> buf_4 -> buf_4 -> or3b_1 -> buf_4 -> nor2_4 -> buf_4 -> a22oi_1 -> and4_1 -> a31oi_1 -> buf_4 -> clkdlybuf4s50_1
* Share of synthesized area occupied by flip-flops and latches: 0.560
* Met1 routing resource usage after global routing: 0.411
- Along the worst path, the maximum fanout reaches 34.
- Measured on the finished design, the core utilization comes to 0.453.
- Fraction of synthesized cell area taken by the top area cell type: 0.560
- Detailed router's first-iteration violation count: between 4000 and 5000
* Headroom to the max-slew limit: 0.277
- Slew at the pin with the worst max-slew slack: roughly 1.1 ns
* Cell type of the slowest stage on the worst timing path: a31oi_1
- Post-detailed-route count of antenna-violating nets: 0
- In the Yosys stats the netlist draws on 62 distinct library cells.
* Number of max-capacitance violations reported: 0
- Number of warning messages in the yosys log: 3
- Worst R2R Start: mem_height[24][25]$_DFFE_PP0P_
* EDFF count, synth: 0
- Note, the detailed placer reported a final HPWL of around 190000 µm.
- For this design, the CTS-stage hold fixing added 0 buffers.
- CP Launch Point: user_index[0]
- GR Overflow Total: 0
- Entering global routing, the biggest net connects approximately 140 pins.
* Cell area leaders: dfrtp_1 56%, mux2_2 25%, a22oi_1 2.8%
* Post-synthesis instance total: 6917
- Vias: approximately 63000
* Synthesized area divided by synthesized cell count: between 10 and 15 µm²
- Final worst-path cycle share: 0.581
- The final timing report derives a shortest allowable period of approximately 18 ns.
* Final RePlAce weighted congestion: ~0.9
* Worst Path Arrival: about 12 ns
* Wire length of the first global-routing pass: roughly 480000 µm
* Grt met2 use: 0.433
## registers in the layout (all words and copies together), names as in the netlist
register	flops
mem_height	1024
mem_weight	1024
## metal layers
layer	routed length (µm)	vias to the layer above
li1	-	25600
met1	130000	33200
met2	146000	3013
met3	40300	869
met4	17800	32
met5	269	-
## final timing paths
kind,to,slack [ns]
setup reg to reg,mem_height[24][25]$_DFFE_PP0P_,30.20
min in group asynchronous,mem_height[18][18]$_DFFE_PP0P_,5.84
hold / removal,mem_height[18][1]$_DFFE_PP0P_,0.48
setup / recovery,weight_out[8],12.98
hold reg to reg,mem_height[18][1]$_DFFE_PP0P_,0.48
max in group asynchronous,mem_weight[21][21]$_DFFE_PP0P_,20.42
## kinds of logic (layout without fill, tap and decap cells)
family,count (synthesis),after routing,share of synthesized area
muxes,2193,2193,0.268
DFF,2048,2048,0.560
and+or+nand+nor,1105,1105,0.0688
AOI/OAI and AO/OA,812,812,0.0695
buffers and inverters,759,780,0.0344
other,0,7,0
## layout make-up
cell class,instances,area [µm²],share of cell area
Multi-Input combinational cell,4110,37700,0.366
Antenna cell,7,17.5,0.000170
Timing Repair Buffer,376,3030,0.0294
Sequential cell,2048,51200,0.498
Inverter,14,56.3,0.000547
Clock buffer,333,6480,0.0630
Tap cell,3009,3760,0.0366
Clock inverter,57,703,0.00683
## per-stage QoR
stage               std cells  setup slack, ns
global placement         9557            13.17
detailed placement       9557            13.14
global route             9948            13.10
finish                   9954            12.98
CTS                      9947            13.12
floorplan                6917            -3.64
## placed cells by master (no fill, tap or decap), types with 9 or more instances in the layout
master	synthesis	layout
clkbuf_1	422	52
o21ai_0	13	13
nand4_1	165	165
clkdlybuf4s50_1	0	67
nand2_1	85	42
a21oi_1	48	48
o211ai_1	11	11
nor4_1	13	13
inv_1	14	13
a221oi_1	29	29
a222oi_1	13	13
or4_1	19	19
nor2_4	2	34
clkbuf_8	0	66
mux2_1	26	26
o22ai_1	63	63
nor2_1	74	41
a22oi_1	343	343
a22o_1	40	40
mux2_2	2034	2034
mux2i_1	133	133
buf_12	0	9
a2111oi_0	113	111
a31oi_1	10	10
nand2b_1	16	16
o2bb2ai_1	14	14
dfrtp_1	2048	2048
buf_4	11	266
clkinv_2	0	35
bufinv_16	0	10
nand3b_1	23	23
a221o_1	18	18
and3_1	309	304
nand2_2	1	43
nand3_1	325	317
buf_2	185	32
and4_1	11	11
o32a_1	51	51
clkbuf_16	0	215
## report_power, final
group          internal (mW)  switching [mW]  total [mW]
clock                   1.52            1.10        2.62
combinational          0.500           0.436       0.935
sequential              3.19           0.242        3.43
total                   5.20            1.78        6.98
Power and IR drop assume default switching activity.
